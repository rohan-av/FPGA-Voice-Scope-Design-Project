===== design/flow/config.mk =====
export PLATFORM = sky130hd
export DESIGN_NAME = clr_selection
export DESIGN_NICKNAME = clr_selection
export VERILOG_FILES = /design/flow/design.v
export SDC_FILE = /design/flow/constraint.sdc
export NUM_CORES = 4
export LEC_CHECK = 1
export CORE_AREA = 10 10 70 70
export DIE_AREA = 0 0 80 80

===== design/flow/constraint.sdc =====
current_design clr_selection

set clk_period 1.0
set clk_io_pct 0.2

create_clock -name clk0 -period $clk_period

set non_clock_inputs [all_inputs -no_clocks]
set_input_delay [expr $clk_period * $clk_io_pct] -clock clk0 $non_clock_inputs
set_output_delay [expr $clk_period * $clk_io_pct] -clock clk0 [all_outputs]

===== design/flow/design.v =====
`timescale 1ns / 1ps
module clr_selection(
    input [11:0] VGA_HORZ_COORD,
    input [11:0] VGA_VERT_COORD,
    input [1:0] horz_counter,
    input [1:0] vert_counter,
    output reg [3:0] VGA_CSTR,
    output reg [3:0] VGA_CSTG,
    output reg [3:0] VGA_CSTB,
    output reg [3:0] VGA_SLCTR,
    output reg [3:0] VGA_SLCTG,
    output reg [3:0] VGA_SLCTB
    );
    parameter sep = 40;
    parameter x_left = 40; 
    parameter redrow = 410 + sep*6;
    parameter greenrow = 410 + sep*7;
    parameter bluerow = 410 + sep*8;
    wire Horz_Condition_0 = (VGA_HORZ_COORD > x_left+10 && VGA_HORZ_COORD < x_left+30);
    wire Horz_Condition_1 = (VGA_HORZ_COORD > x_left+10+sep*1 && VGA_HORZ_COORD < x_left+30+sep*1);
    wire Horz_Condition_2 = (VGA_HORZ_COORD > x_left+10+sep*2 && VGA_HORZ_COORD < x_left+30+sep*2);
    wire Horz_Condition_3 = (VGA_HORZ_COORD > x_left+10+sep*3 && VGA_HORZ_COORD < x_left+30+sep*3);
    wire Vert_Condition_0 = (VGA_VERT_COORD > redrow+10 && VGA_VERT_COORD < redrow+30);
    wire Vert_Condition_1 = (VGA_VERT_COORD > greenrow+10 && VGA_VERT_COORD < greenrow+30);
    wire Vert_Condition_2 = (VGA_VERT_COORD > bluerow+10 && VGA_VERT_COORD < bluerow+30);
    always@(*) begin
        VGA_SLCTR <= 4'h0;
        VGA_SLCTG <= 4'h0;
        VGA_SLCTB <= 4'h0;
        case(vert_counter)
            0:
                begin
                case(horz_counter)
                    0:
                        begin
                            VGA_CSTR <= (Horz_Condition_0 && Vert_Condition_0) ? 4'hf : 0;
                            VGA_CSTG <= (Horz_Condition_0 && Vert_Condition_0) ? 4'hf : 0;
                            VGA_CSTB <= (Horz_Condition_0 && Vert_Condition_0) ? 4'hf : 0;
                            VGA_SLCTR <= 4'h3;
                        end
                    1:
                        begin
                            VGA_CSTR <= (Horz_Condition_1 && Vert_Condition_0) ? 4'hf : 0;
                            VGA_CSTG <= (Horz_Condition_1 && Vert_Condition_0) ? 4'hf : 0;
                            VGA_CSTB <= (Horz_Condition_1 && Vert_Condition_0) ? 4'hf : 0;
                            VGA_SLCTR <= 4'h7;
                        end
                    2:
                        begin
                            VGA_CSTR <= (Horz_Condition_2 && Vert_Condition_0) ? 4'hf : 0;
                            VGA_CSTG <= (Horz_Condition_2 && Vert_Condition_0) ? 4'hf : 0;
                            VGA_CSTB <= (Horz_Condition_2 && Vert_Condition_0) ? 4'hf : 0;
                            VGA_SLCTR <= 4'hB;
                        end
                    3:
                        begin
                            VGA_CSTR <= (Horz_Condition_3 && Vert_Condition_0) ? 4'hf : 0;
                            VGA_CSTG <= (Horz_Condition_3 && Vert_Condition_0) ? 4'hf : 0;
                            VGA_CSTB <= (Horz_Condition_3 && Vert_Condition_0) ? 4'hf : 0;
                            VGA_SLCTR <= 4'hF;
                        end
                    endcase
                end
            1:
                begin
                case(horz_counter)
                    0:
                        begin
                            VGA_CSTR <= (Horz_Condition_0 && Vert_Condition_1) ? 4'hf : 0;
                            VGA_CSTG <= (Horz_Condition_0 && Vert_Condition_1) ? 4'hf : 0;
                            VGA_CSTB <= (Horz_Condition_0 && Vert_Condition_1) ? 4'hf : 0;
                            VGA_SLCTG <= 4'h3;
                        end
                    1:
                        begin
                            VGA_CSTR <= (Horz_Condition_1 && Vert_Condition_1) ? 4'hf : 0;
                            VGA_CSTG <= (Horz_Condition_1 && Vert_Condition_1) ? 4'hf : 0;
                            VGA_CSTB <= (Horz_Condition_1 && Vert_Condition_1) ? 4'hf : 0;
                            VGA_SLCTG <= 4'h7;
                        end
                    2:
                        begin
                            VGA_CSTR <= (Horz_Condition_2 && Vert_Condition_1) ? 4'hf : 0;
                            VGA_CSTG <= (Horz_Condition_2 && Vert_Condition_1) ? 4'hf : 0;
                            VGA_CSTB <= (Horz_Condition_2 && Vert_Condition_1) ? 4'hf : 0;
                            VGA_SLCTG <= 4'hB;
                        end
                    3:
                        begin
                            VGA_CSTR <= (Horz_Condition_3 && Vert_Condition_1) ? 4'hf : 0;
                            VGA_CSTG <= (Horz_Condition_3 && Vert_Condition_1) ? 4'hf : 0;
                            VGA_CSTB <= (Horz_Condition_3 && Vert_Condition_1) ? 4'hf : 0;
                            VGA_SLCTG <= 4'hF;
                        end
                    endcase
                end
            2:
                begin
                case(horz_counter)
                    0:
                        begin
                            VGA_CSTR <= (Horz_Condition_0 && Vert_Condition_2) ? 4'hf : 0;
                            VGA_CSTG <= (Horz_Condition_0 && Vert_Condition_2) ? 4'hf : 0;
                            VGA_CSTB <= (Horz_Condition_0 && Vert_Condition_2) ? 4'hf : 0;
                            VGA_SLCTB <= 4'h3;
                        end
                    1:
                        begin
                            VGA_CSTR <= (Horz_Condition_1 && Vert_Condition_2) ? 4'hf : 0;
                            VGA_CSTG <= (Horz_Condition_1 && Vert_Condition_2) ? 4'hf : 0;
                            VGA_CSTB <= (Horz_Condition_1 && Vert_Condition_2) ? 4'hf : 0;
                            VGA_SLCTB <= 4'h7;
                        end
                    2:
                        begin
                            VGA_CSTR <= (Horz_Condition_2 && Vert_Condition_2) ? 4'hf : 0;
                            VGA_CSTG <= (Horz_Condition_2 && Vert_Condition_2) ? 4'hf : 0;
                            VGA_CSTB <= (Horz_Condition_2 && Vert_Condition_2) ? 4'hf : 0;
                            VGA_SLCTB <= 4'hB;
                        end
                    3:
                        begin
                            VGA_CSTR <= (Horz_Condition_3 && Vert_Condition_2) ? 4'hf : 0;
                            VGA_CSTG <= (Horz_Condition_3 && Vert_Condition_2) ? 4'hf : 0;
                            VGA_CSTB <= (Horz_Condition_3 && Vert_Condition_2) ? 4'hf : 0;
                            VGA_SLCTB <= 4'hF;
                        end
                    endcase
                end
         endcase
    end
endmodule

===== design/flow/run.sh =====
#!/bin/bash
# OpenROAD 26Q1-2900-gdf79404cd8, Yosys 0.63+post, stock flow scripts
make -C /OpenROAD-flow-scripts/flow DESIGN_CONFIG=/design/flow/config.mk WORK_HOME=/design/flow/orfs finish

==> impl_metrics.yaml <==
# synthesis and place-and-route metrics
logic_synthesis:
  area_leaders: "buf_4 (21%), ha_1 (10%), and2_1 (7.5%)"
  ys_types: 31
  adder_share_pct: 9.95
  ys_ff: 1
  simple_gate_share_pct: 39.8
  async_flop_share_pct: 0
  mux_share_pct: 1.99
  top_area_share_pct: 20.9
  yosys-stat-cells: 69
  aoi_share_pct: 21.1
  xor_share_pct: 0
  netlist_logic_family_top: "simple AND/OR/NAND/NOR gates"
  yosysTopAreaCell: "buf_4"
  flop_cell: "dlxtn_1"
  synthCells: 69
  yosys-stat-area_um2: 503
  yosys_warnings: 1
  avgSynthCellArea_um2: 7.29
  synth-edff-count: 0
  synth_area_um2: 503
route:
  wl_mm: 2.08
  drtPass1Iterations: 4
  drc_errors: 0
  drt-wirelength-per-cell_um: 12.5
  top_layer_used: "met3"
  wl_met1_um: 864
  route.met2.wl_um: 973
  antenna_left: 0
  n_antenna_cell: 0
  via_count: 674
  viasPerCell: 4.04
  drt_iter0_drc: 21
  detailroute.wirelength.met3_um: 242
final_timing:
  tns_ns: -0.373
  hold_violations: 0
  rsz0062_at_grt: "true"
  untimed_endpoints: 13
  unclocked_regs: 1
  worst_pin_slew_ns: 0.381
  final-setup-viol-count: 7
  drv_slew: 0
  slew_headroom_pct: 73.9
  timing.final.crit_share_pct: 111
  timing.fmax_mhz: 899
  finalWorstSetupSlack_ns: -0.112
  min_period_ns: 1.11
global_route:
  grt_pass1_wl_mm: 3.25
  first_global_vias: 686
  antenna_found_initial: 0
  grt_overflow: 0
  grt_max_degree: 13
  grt_use_total_pct: 5.98
layout:
  drive_gt1_share_pct: 33.9
  largest_reg_flops: 1
  syn_to_final_growth_pct: 136
  top_register: "VGA_CSTG"
  stdcell_area_mm2: 0.00118
  reg_top3: "VGA_CSTG x1"
setup_path:
  crit_chain: "buf_8, buf_12, ha_4, buf_6, and2_4, buf_6"
  arrival_ns: 0.91
  end_kind: "output pin"
  cp_num_buf_inv: 4
  worst-path-max-fanout: 3
  slowest_stage: "ha_4"
  start_kind: "input pin"
  critPathMaxStageDelay_ns: 0.15
  cp.required_ns: 0.80
  path_delay_family: "buffers and inverters"
  path_class: "in -> out"
  cp_common_cell: "buf_6"
placement:
  gp_routability_congestion: 0.743
  dp_hpwl_mm: 1.74
  post-place-ws_ns: -0.784
  io_buffers: 52
  post_dp_cell_area_mm2: 0.00105
power:
  vdd_drop_max_v: 0.0000855
  power.leakage_nw: 0.466
  finalPower_mw: 0.357
  power_density_mw_per_mm2: 301
floorplan:
  fp.dieW_um: 80
  die_h_um: 80
  rows: 21
  ios: 52
  die_area_mm2: 0.00640
  fp_util_pct: 14.7
  coreArea_mm2: 0.00342
run:
  warnings: 37
  max-cap-violations: 0
cts:
  ctsHoldBuffers: 0
worst_hold_path:
  min_path_type: "in -> out"
outcome:
  violations: "negative setup slack"
  status: "finished with violations"
==> per-stage QoR <==
step,instances,hold WS [ns],util (%)
final,167,0.832,34.7
after global routing,167,0.851,34.7
after CTS,166,0.849,33.9
after detailed placement,162,1.49,30.6
after global placement,162,1.49,30.6
after floorplan,69,0.477,-
==> power breakdown <==
part / internal [mW] / switching [mW]
registers: 0.00143 / 0.000132
clock network: 0 / 0
logic: 0.238 / 0.117
total: 0.240 / 0.117
==> repair_timing <==
item	in CTS	in global routing
buffers inserted	4	2
setup endpoints to repair	12	8
endpoints found under the hold margin	0	0
gates resized	74	5
pin swaps	3	3
==> placed cells by master, fill, tap and decap left out, drive strengths merged, types with 2 or more instances in the layout <==
cell / Yosys / layout
nand4b: 3 / 3
clkdlybuf4s15: 0 / 4
nor4: 2 / 2
nor3b: 3 / 3
ha: 4 / 4
a21oi: 2 / 2
or4: 2 / 2
o21ai: 3 / 3
inv: 3 / 3
and2: 6 / 6
buf: 14 / 25
dlygate4sd2: 0 / 2
nand3: 2 / 2
nand4: 3 / 3
clkdlybuf4s50: 0 / 36
a211o: 2 / 2
nand2: 4 / 4
a31oi: 2 / 2
==> worst min-delay path: stages <==
cell and delay (ns):
clkdlybuf4s15_2 0.22, and2_1 0.12, buf_2 0.09
==> final cells by class <==
| type | count | area, µm² |
|---|---|---|
| multi-input cells | 50 | 417 |
| inverters | 3 | 21.3 |
| repair buffers | 67 | 674 |
| well taps | 46 | 57.6 |
| flip-flops and latches | 1 | 15.0 |
| fillers | 347 | 2230 |
==> worst paths after layout <==
kind            start           end  slack (ns)  cells past startpoint
max   vert_counter[0]  VGA_SLCTG[3]       -0.11                      6
min   horz_counter[1]  VGA_SLCTR[3]        0.83                      3
==> metal layers <==
metal | GRT usage (%) | vias to the layer above
met5 | 0 | -
met4 | 0 | 0
met3 | 1.48 | 0
met2 | 10.7 | 32
met1 | 7.46 | 289
li1 | - | 353
==> cell usage after synthesis, types with 2 or more instances <==
cell	count
inv_1	3
and2_1	6
ha_1	4
nor4_1	2
nand4b_1	3
o21ai_0	3
buf_4	14
a21oi_1	2
nor3b_1	3
nand4_1	3
nand3_1	2
a31oi_1	2
nand2_1	4
==> logic make-up (layout without fill, tap and decap cells) <==
kind of cell / after synthesis / in the layout
AND/OR/NAND/NOR: 30 / 30
adder cells (fa/ha/maj): 4 / 4
AND-OR/OR-AND: 15 / 15
buffers and inverters: 18 / 70
latches: 1 / 1
multiplexers: 1 / 1
Power and IR drop assume default switching activity.
