==> /design/flow/design.v <==
`timescale 1ns / 1ps
module Draw_Waveform(
    input clk_sample,  
    input waveform_sw,
    input freeze_sw,
    input advanced_sw,   
    input [9:0] wave_sample,
    input [11:0] VGA_HORZ_COORD,
    input [11:0] VGA_VERT_COORD,
    input [2:0] colour_select,
    output reg [3:0] VGA_Red_waveform,
    output reg [3:0] VGA_Green_waveform,
    output reg [3:0] VGA_Blue_waveform
    );
    parameter scale = 6;
    parameter xadjust = 30;
    parameter yadjust = 750;
    reg [10:0] prev_j = 0;
    reg [10:0] j = 0;
    parameter scale2 = 6;
    parameter xadjust2 = 1280 - 30 - (1280/scale2);
    parameter yadjust2 = 750;
     reg [9:0] Scaled_Memory[(1279/scale):0];
     reg [9:0] Sample_Memory[1279:0];
     reg [9:0] Minscaled_Memory[(1279/scale2):0];
     reg [9:0] Maxscaled_Memory[(1279/scale2):0];
     reg [10:0] i = 0;
     reg full_display_cycle = 0;
     reg [3:0] wave_size = 4'h2;
     reg [3:0] R_colour;
     reg [3:0] G_colour;
     reg [3:0] B_colour;
     always @ (posedge clk_sample) begin
        case(colour_select)
        3'b001:  
            begin
            R_colour = 4'h9;
            G_colour = 4'he;
            B_colour = 4'h0;
            end
        3'b010:  
            begin
            R_colour = 4'h7;
            G_colour = 4'h5;
            B_colour = 4'h3;
            end
        3'b011:  
            begin
            R_colour = 4'hf;
            G_colour = 4'ha;
            B_colour = 4'h0;
            end
        3'b100:  
            begin
            R_colour = 4'hf;
            G_colour = 4'hf;
            B_colour = 4'hf;
            end
        3'b101:  
            begin
            R_colour = 4'hf;
            G_colour = 4'hf;
            B_colour = 4'hf;
            end
        default:  
            begin
            R_colour = 4'hf;
            G_colour = 4'hf;
            B_colour = 4'hf;
            end
        endcase
        i = (i==1279) ? 0 : i + 1;
        j = (i % 159 == scale2)? ((j == 1279)? 0 : j + 1) : j;
        prev_j <= j;
        Minscaled_Memory[(j/scale2)] = (prev_j < j && freeze_sw == 0)? 10'b0 : Minscaled_Memory[(j/scale2)];
        Maxscaled_Memory[(j/scale2)] = (prev_j < j && freeze_sw == 0)? 10'b0 : Maxscaled_Memory[(j/scale2)];
        Minscaled_Memory[(j/scale2)] = (Minscaled_Memory[(j/scale2)] == 10'b0 && freeze_sw == 0)? 10'b11111_11111 : Minscaled_Memory[(j/scale2)];
         if (freeze_sw)
         begin
             full_display_cycle = (i==1279) ? 1 : ((full_display_cycle==1) ? 1: 0);
             Sample_Memory[i] <= (full_display_cycle==1) ? Sample_Memory[i] : wave_sample;
             Scaled_Memory[(i/scale)] <= (full_display_cycle==1) ? Scaled_Memory[(i/scale)] : (wave_sample/scale) + yadjust;
             Maxscaled_Memory[(j/scale2)] <= (full_display_cycle==1) ? Maxscaled_Memory[(j/scale2)] : (((wave_sample/scale2) + yadjust2) > Maxscaled_Memory[(j/scale2)])? ((wave_sample/scale2) + yadjust2) : Maxscaled_Memory[(j/scale2)];
             Minscaled_Memory[(j/scale2)] <= (full_display_cycle==1) ? Minscaled_Memory[(j/scale2)] : (((wave_sample/scale2) + yadjust2) <= Minscaled_Memory[(j/scale2)])? ((wave_sample/scale2) + yadjust2) : Minscaled_Memory[(j/scale2)];
         end
         else
         begin
             full_display_cycle <= 0;         
             Sample_Memory[i] <=  wave_sample;
             Scaled_Memory[(i/scale)] <= (wave_sample/scale) + yadjust;
             Maxscaled_Memory[(j/scale2)] <= (((wave_sample/scale2) + yadjust2) > Maxscaled_Memory[(j/scale2)])? ((wave_sample/scale2) + yadjust2) : Maxscaled_Memory[(j/scale2)];
             Minscaled_Memory[(j/scale2)] <= (((wave_sample/scale2) + yadjust2) <= Minscaled_Memory[(j/scale2)])? ((wave_sample/scale2) + yadjust2) : Minscaled_Memory[(j/scale2)];
         end           
     end  
    always@(*) begin
            VGA_Red_waveform = 0;
            VGA_Green_waveform = 0;
            VGA_Blue_waveform = 0;
            if (~waveform_sw && (advanced_sw == 0) && (VGA_HORZ_COORD < 1280) && ((VGA_VERT_COORD - (1024 - Sample_Memory[VGA_HORZ_COORD]) <= wave_size) || ((1024 - Sample_Memory[VGA_HORZ_COORD]) - VGA_VERT_COORD <= wave_size)))
                begin
                    VGA_Red_waveform = R_colour;
                    VGA_Green_waveform = G_colour;
                    VGA_Blue_waveform = B_colour;
                end
            if (~waveform_sw && (advanced_sw == 1) && (VGA_HORZ_COORD < (1280/scale) + xadjust) && (VGA_HORZ_COORD > xadjust) && (VGA_VERT_COORD == (1024 - Scaled_Memory[VGA_HORZ_COORD - xadjust])))
                begin
                    VGA_Red_waveform = R_colour;
                    VGA_Green_waveform = G_colour;
                    VGA_Blue_waveform = B_colour;
                end
            if (~waveform_sw && (advanced_sw == 1) && (VGA_HORZ_COORD > xadjust2) && (VGA_HORZ_COORD < (j/scale2) + xadjust2)  && (VGA_VERT_COORD >= (1024 - Maxscaled_Memory[VGA_HORZ_COORD - xadjust2])) && (VGA_VERT_COORD <= (1024 - Minscaled_Memory[VGA_HORZ_COORD- xadjust2])))
                begin
                VGA_Red_waveform = R_colour;
                VGA_Green_waveform = G_colour;
                VGA_Blue_waveform = B_colour;
            end
        end   
endmodule
==> /design/flow/run.sh <==
#!/bin/bash
# OpenROAD 26Q1-2900-gdf79404cd8, Yosys 0.63+post, stock flow scripts
make -C /OpenROAD-flow-scripts/flow DESIGN_CONFIG=/design/flow/config.mk WORK_HOME=/design/flow/orfs finish
==> /design/flow/config.mk <==
export PLATFORM = sky130hd
export DESIGN_NAME = Draw_Waveform
export DESIGN_NICKNAME = Draw_Waveform
export VERILOG_FILES = /design/flow/design.v
export SDC_FILE = /design/flow/constraint.sdc
export NUM_CORES = 4
export LEC_CHECK = 1
export CORE_UTILIZATION = 40
export SYNTH_MEMORY_MAX_BITS = 65536
==> /design/flow/constraint.sdc <==
current_design Draw_Waveform

set clk_period 406.6
set clk_io_pct 0.2

create_clock -name clk0 -period $clk_period [get_ports {clk_sample}]

set non_clock_inputs [all_inputs -no_clocks]
set_input_delay [expr $clk_period * $clk_io_pct] -clock clk0 $non_clock_inputs
set_output_delay [expr $clk_period * $clk_io_pct] -clock clk0 [all_outputs]
==> results.json <==
{
  "synth_flops": 19040,
  "top_area_cell": "edfxtp_1",
  "numPlacedInstances": 73510,
  "floorplan.die.height_um": 1377,
  "top_cell": "edfxtp_1",
  "track_usage_pct": 76.11,
  "numCtsBuffers": 2139,
  "yosys-top-cells-area": "edfxtp_1, mux4_2, dfxtp_1",
  "clock_sinks": 19040,
  "failing_step": "5_1_grt",
  "ioPinCount": 53,
  "placed_area_um2": 823700,
  "async_flop_share_pct": 0,
  "yosysUniqueCellTypes": 116,
  "row_count": 505,
  "cts-resized-gates": 0,
  "edf_count": 14730,
  "cts_max_level": 8,
  "ys_cells": 46510,
  "clockRootBuffer": "clkbuf_16",
  "grt_overflow_total": 16,
  "status": "did not finish",
  "ctsHoldBuffers": 0,
  "synth.cellmix.compoundShare_pct": 8.083,
  "die_w_um": 1377,
  "logic_family": "multiplexers",
  "synth_adder_area_share_pct": 0.1915,
  "synthFlopType": "edfxtp_1",
  "syn-instance-count": 46510,
  "place_worst_setup_slack_ps": 226120,
  "ys_seq_share_pct": 69.84,
  "clk_path_buf_depth": 6,
  "ys_sh_simple_pct": 5.080,
  "syn_avg_cell_area_um2": 16.27,
  "xor_share_pct": 0.1468,
  "mux_area_share_pct": 14.61,
  "syn_area_um2": 756700,
  "grt_start_max_net_pins": 135,
  "io_buffers": 52,
  "grt_pass1_vias": 667400,
  "ys_warn_count": 3,
  "top_cell_area_share_pct": 58.43,
  "toolErrorMsg": "[ERROR GRT-0116] Global routing finished with congestion. Check the congestion regions in the DRC Viewer.",
  "post_cts_buffers": 0,
  "common_cells": "edfxtp_1, nand2_1, mux4_2, dfxtp_1, clkbuf_1",
  "grt_first_pass_wirelength_um": 8347000,
  "place_congestion": 1.389,
  "fp_util_pct": 40.07,
  "place_hpwl_um": 4249000,
  "yosys_area_um2": 756700
}
-- routing by layer --
layer	track usage (%)	overflow
met1	79.71	1
met2	82.34	9
met3	74.89	4
met4	62.58	2
met5	56.19	0
-- cells by family after synthesis --
| family | after synthesis |
|---|---|
| mux | 4943 |
| buf+inv | 3823 |
| xor+xnor | 126 |
| compound gates | 9292 |
| flops | 19040 |
| simple gates | 9173 |
| fa+ha+maj | 115 |
