### flow/config.mk
export PLATFORM = sky130hd
export DESIGN_NAME = block_filler
export DESIGN_NICKNAME = block_filler
export VERILOG_FILES = /design/flow/design.v
export SDC_FILE = /design/flow/constraint.sdc
export NUM_CORES = 4
export LEC_CHECK = 1
export CORE_UTILIZATION = 50
### flow/constraint.sdc
current_design block_filler

set clk_period 9.4
set clk_io_pct 0.2

create_clock -name clk0 -period $clk_period [get_ports {clk_sample}]

set non_clock_inputs [all_inputs -no_clocks]
set_input_delay [expr $clk_period * $clk_io_pct] -clock clk0 $non_clock_inputs
set_output_delay [expr $clk_period * $clk_io_pct] -clock clk0 [all_outputs]
### flow/design.v
`timescale 1ns / 1ps
module block_filler(
    input clk_sample,
    input freeze_sw,
    input [7:0] wave_sample,
    output reg [7:0] Block0,
    output reg [7:0] Block1,
    output reg [7:0] Block2,
    output reg [7:0] Block3,
    output reg [7:0] Block4,
    output reg [7:0] Block5,
    output reg [7:0] Block6,
    output reg [7:0] Block7,
    output reg [7:0] Block8,
    output reg [7:0] Block9
    );
    reg [10:0] i = 0;
    reg full_display_cycle = 0;
    reg swap_time = 0;
    reg first_run = 0;
    always @(posedge clk_sample) begin
        if (first_run == 0)
        begin
            Block0[i]=0;
            Block1[i]=0;
            Block2[i]=0;
            Block3[i]=0;
            Block4[i]=0;
            Block5[i]=0;
            Block6[i]=0;
            Block7[i]=0;
            Block8[i]=0;
            Block9[i]=0;
            first_run = (i==639) ? 1 : 0;
            i = (i==639) ? 0 : i + 1;
        end
        else
        begin
            if (freeze_sw)
            begin
                full_display_cycle = (i==639) ? 1 : ((full_display_cycle==1) ? 1: 0);
                i = (i==639) ? 0 : i + 1;
                Block0[i] = (full_display_cycle==1) ? Block0[i] : wave_sample;
            end
            else
            begin
                full_display_cycle <= 0;
                if (swap_time == 0) begin 
                    Block0[i] =  wave_sample; 
                    i = (i==639) ? 0 : i + 1; 
                    swap_time = (i==639) ? 1 : 0;
                end
                else if (swap_time == 1)
                begin
                    i = (i==639) ? 0 : i + 1;
                    swap_time = 1;
                    Block9[i] = Block8[i];
                    Block8[i] = Block7[i];
                    Block7[i] = Block6[i];
                    Block6[i] = Block5[i];
                    Block5[i] = Block4[i];
                    Block4[i] = Block3[i];
                    Block3[i] = Block2[i];
                    Block2[i] = Block1[i];
                    Block1[i] = Block0[i];
                    Block0[i] = wave_sample;
                    if (i == 639 && swap_time == 1) begin swap_time = 0; end
                end
                else
                begin
                    Block0[i] =  wave_sample;
                    i = (i==639) ? 0 : i + 1;
                end
            end
        end           
    end
endmodule
### flow/run.sh
#!/bin/bash
# OpenROAD 26Q1-2900-gdf79404cd8, Yosys 0.63+post, stock flow scripts
make -C /OpenROAD-flow-scripts/flow DESIGN_CONFIG=/design/flow/config.mk WORK_HOME=/design/flow/orfs finish
==> COMMIT_EDITMSG <==
Store results of the implementation flow

* Static leakage power: 0.00257 uW
* Area used by sequential logic in the layout: 2620 sq um
* Cells in synth_stat.txt: 626
- The worst setup path is launched from a register.
- The H-tree was split into 3 levels.
- Worst clock skew: 4.40 ps
- TritonCTS clock tree: built
- The critical path endpoint has a required time of 9470 ps.
* Count of input and output buffers: 82
* Final setup fails: 0
* Drc violations: 0
- Library cell with the largest summed area after synthesis: edfxtp_1
- Initial cell density of the core: 0.513
- Total Routed Length: 19.5 mm
- Number of vias after detailed routing: 5503
- The area growth from synthesis to layout is 19.7%.
- Total cell area reported by yosys after synthesis: 6190 sq um
- Number of instances in the synthesized netlist: 626
- Root buffer cell: clkbuf_16
- Of the post-synthesis cell area, the dominant cell type holds 0.359.
- Per the cell usage report, the commonest logic cells after layout are nand2_1 (99), clkdlybuf4s50_1 (82), edfxtp_1 (74).
* Insertion delay at the late pin of the worst-skew pair: 350 ps
- The core region is 12100 sq um.
- The final timing report lists a max-slew violation count of 0.
* Sequential cell area fraction in the yosys report: 0.424
- Die y size: 113 um
- Summed over all routing layers, the global router reports a total usage of 0.332.
* Post-DR vias/cell: 6.36
- Share of flip-flops with an asynchronous set or reset after synthesis: 0
- Per the timing report, the most critical flop-to-flop path originates at i[0]$_DFF_P_.
- The tightest min-delay check is of the reg2reg type.
- Crit-path cells: inv_1 > ha_1 > nor2b_1 > o21ai_0 > a2111oi_0 > a211oi_1 > a2111o_1 > nand2_4 > nand4_1 > mux2i_1
- Crit path max fanout: 18
- Share of cells above drive strength 1: 0.0918
* Global route total overflow: 0
- Per the timing report, the most critical flop-to-flop path finishes at Block4[5]$_DFFE_PP_.
- Setup repair after global routing left no endpoint under its margin.
* Flop-to-flop setup slack: 4710 ps
- Outcome: complete, no violations
- Among all stages on the critical path, the maximum delay recorded is 650 ps.
- Inst Count DP: 850
* Worst supply voltage drop on vdd: 0.000138 V
- After synthesis, the cell types taking the most area are edfxtp_1 (36%), mux2i_1 (7.6%), dfxtp_1 (6.5%).
- For reference, the final report shows the hold violation count at 0.
- After clock tree synthesis, the repair step resized 0 gates.
- Power density of the placed cells: 108 nW/um^2
- Final hold analysis gives a worst-case slack of 476 ps.
- DR iter-0 viols: 475
- Final non-filler cell total: 865
- The tree built by TritonCTS fans out to 94 sinks.
* Synthesis Warnings: 1
* Total power: 799 uW
- Count of inserted antenna diode cells: 0
- The initial antenna violation count was 0.
- Die Width: 113 um
- Final cell utilization of the core: 0.614
* Post-synthesis instance area: 6190 sq um
- Per the cell usage report, the commonest logic cell in the layout is nand2_1.
* Critical path endpoint category: register
- The longest clock path from root to sink contains 2 buffers.
- Entering global routing, the biggest net connects 49 pins.
- Once detail routing completed, the nets flagged for antenna violations numbered 0.
* Startpoint of the most critical hold path: Block0[4]$_DFF_P_
- The final timing summary puts the cycle share of the worst path at 0.499.
- Per the STA report, the cell with the highest stage delay on the worst path is a2111o_1.
- Total negative slack: 0 ps
* Detailed route wirelength on metal2: 8.69 mm
* Max_slew headroom: 0.411
- Across the run, the number of max-cap violations was 0.
- Once the clock tree was built, the setup fixing pass inserted 0 buffers.
- After clock tree synthesis, the flow added hold-fix buffers numbering 0.
- Gate Area: 3300 sq um
- According to the floorplan report, the total die area is 12800 sq um.
- After filler insertion, the fill cell instance count of the layout stands at 1002.
- Flops & latches, synth: 94
- Average cell area after synthesis: 9.88 sq um
* Number of flops mapped to enable cells by yosys: 74
- Weighted congestion reported at the end of routability-driven placement: 0.940
- DRT Pass-1 Iters: 5
- Synth Flop Type: edfxtp_1
* Setup Crit Path Kind: reg2reg
- Clock-pin slew reported for the worst setup and hold paths after clock tree synthesis: 70 ps
- The initialized floorplan defines 40 standard-cell rows.
- The via count of the first global-routing pass is 5243.
- For the worst flop-to-flop path, the logic depth is 10.
- Maximum clock frequency: 0.213 GHz
- Number of top-level pins: 90
* Slew at the pin closest to its max-slew limit: 879 ps
- Count of distinct cell types in the synthesized netlist: 84
- OpenROAD warning count: 35
- Detailed route wirelength on metal3: 2.04 mm
- Highest routed layer: met4
* Wire length of the first global-routing pass: 30.2 mm
* Worst hold path endpoint: Block0[4]$_DFF_P_
* CTS Buf Count: 9
- Hold-critical path depth: 2
* Met1 routed wirelength after detailed routing: 8.32 mm
- According to the timing report, the arrival time at the worst endpoint equals 4760 ps.
- Period minus WS final: 4690 ps
* Average detailed-routed wire length per instance: 22.5 um
- After legalization and detailed placement, the total HPWL measured 13.4 mm.
stage by stage:
step                      area, sq um  worst slack [ps]
after floorplan                  6190              1860
after global placement           7140              4790
after detailed placement         7140              4800
after CTS                        7400              4750
after global routing             7400              4460
final                            7400              4710
power by group:
part           switching, uW  internal, uW  total, uW  leakage, uW
clock                    165           178        343     0.000127
combinational           4.21          6.04       10.3      0.00137
sequential              2.33           444        446      0.00107
total                    172           627        799      0.00257
cell usage after synthesis (all sizes together) (3+ instances only):
cell	instances
a2111oi	4
a211oi	3
a21boi	3
a21o	5
a21oi	14
a221oi	6
a22o	8
a22oi	6
a311o	4
a311oi	3
a31oi	6
a32o	5
a41oi	5
and2	4
and3	11
and4	6
buf	21
clkbuf	16
dfxtp	20
edfxtp	74
ha	3
inv	26
mux2i	47
mux4	7
nand2	100
nand2b	7
nand3	37
nand3b	3
nand4	19
nor2	39
nor3	11
nor4	4
o211a	3
o211ai	17
o21ai	17
o2bb2ai	9
o311ai	6
o31ai	5
xnor2	11
xor2	3
state kept, by name, indices dropped and copies added, names as in the netlist:
signal and flops:
Block8 8, Block1 8, full_display_cycle 1, Block6 8
i 11, Block4 8, Block2 8, Block5 8
Block3 8, Block9 8, Block7 8, swap_time 1
first_run 1, Block0 8
logic make-up after synthesis:
| group | Yosys count | share of synthesized area |
|---|---|---|
| xor+xnor | 14 | 0.0210 |
| fa+ha+maj | 3 | 0.00607 |
| compound gates | 144 | 0.195 |
| buf+inv | 64 | 0.0443 |
| mux | 54 | 0.102 |
| simple gates | 253 | 0.208 |
| flops | 94 | 0.424 |
layer usage:
metal  global-route usage  up-vias
met4               0.0579        0
li1                     -     2541
met3                0.133       32
met5                    0        -
met1                0.509     2669
met2                0.478      261
worst max-delay path by stage:
stage | startpoint | to | slack, ps
4_1_cts | i[0]$_DFF_P_ | Block4[5]$_DFFE_PP_ | 4750
5_1_grt | i[0]$_DFF_P_ | Block5[3]$_DFFE_PP_ | 4460
6_report | i[0]$_DFF_P_ | Block4[5]$_DFFE_PP_ | 4710
worst max-delay path, delay by kind of cell, from the launching register on:
| kind | cells | cell delay (ps) |
|---|---|---|
| AND-OR/OR-AND | 4 | 1430 |
| adder cells (fa/ha/maj) | 1 | 590 |
| multiplexers | 1 | 270 |
| buffers and inverters | 1 | 430 |
| flip-flops | 1 | 530 |
| AND/OR/NAND/NOR | 3 | 1150 |
final cells by class:
cell class | instances | share of cell area
clock buffers | 9 | 0.0304
clock inverters | 6 | 0.00524
inverters | 27 | 0.0137
multi-input cells | 468 | 0.446
flip-flops and latches | 94 | 0.354
well taps | 168 | 0.0284
repair buffers | 93 | 0.122
No activity file was given, so power comes from the tool's default toggle rates.
